==> design/flow/design.v <==
module lzc_128 (
    input [127:0] a,
    output [6:0] c,
    output v
);
  wire [5:0] z0;
  wire [5:0] z1;
  wire v0;
  wire v1;
  wire s0;
  wire s1;
  wire s2;
  wire s3;
  wire s4;
  wire s5;
  wire s6;
  wire s7;
  wire s8;
  wire s9;
  wire s10;
  wire s11;
  wire s12;
  lzc_64 lzc_64_comp_0 (
      .a(a[63:0]),
      .c(z0),
      .v(v0)
  );
  lzc_64 lzc_64_comp_1 (
      .a(a[127:64]),
      .c(z1),
      .v(v1)
  );
  assign s0 = v1 | v0;
  assign s1 = (~v1) & z0[0];
  assign s2 = z1[0] | s1;
  assign s3 = (~v1) & z0[1];
  assign s4 = z1[1] | s3;
  assign s5 = (~v1) & z0[2];
  assign s6 = z1[2] | s5;
  assign s7 = (~v1) & z0[3];
  assign s8 = z1[3] | s7;
  assign s9 = (~v1) & z0[4];
  assign s10 = z1[4] | s9;
  assign s11 = (~v1) & z0[5];
  assign s12 = z1[5] | s11;
  assign v = s0;
  assign c[0] = s2;
  assign c[1] = s4;
  assign c[2] = s6;
  assign c[3] = s8;
  assign c[4] = s10;
  assign c[5] = s12;
  assign c[6] = v1;
endmodule
module lzc_16 (
    input [15:0] a,
    output [3:0] c,
    output v
);
  wire [2:0] z0;
  wire [2:0] z1;
  wire v0;
  wire v1;
  wire s0;
  wire s1;
  wire s2;
  wire s3;
  wire s4;
  wire s5;
  wire s6;
  lzc_8 lzc_8_comp_0 (
      .a(a[7:0]),
      .c(z0),
      .v(v0)
  );
  lzc_8 lzc_8_comp_1 (
      .a(a[15:8]),
      .c(z1),
      .v(v1)
  );
  assign s0 = v1 | v0;
  assign s1 = (~v1) & z0[0];
  assign s2 = z1[0] | s1;
  assign s3 = (~v1) & z0[1];
  assign s4 = z1[1] | s3;
  assign s5 = (~v1) & z0[2];
  assign s6 = z1[2] | s5;
  assign v = s0;
  assign c[0] = s2;
  assign c[1] = s4;
  assign c[2] = s6;
  assign c[3] = v1;
endmodule
module lzc_256 (
    input [255:0] a,
    output [7:0] c,
    output v
);
  wire [6:0] z0;
  wire [6:0] z1;
  wire v0;
  wire v1;
  wire s0;
  wire s1;
  wire s2;
  wire s3;
  wire s4;
  wire s5;
  wire s6;
  wire s7;
  wire s8;
  wire s9;
  wire s10;
  wire s11;
  wire s12;
  wire s13;
  wire s14;
  lzc_128 lzc_128_comp_0 (
      .a(a[127:0]),
      .c(z0),
      .v(v0)
  );
  lzc_128 lzc_128_comp_1 (
      .a(a[255:128]),
      .c(z1),
      .v(v1)
  );
  assign s0 = v1 | v0;
  assign s1 = (~v1) & z0[0];
  assign s2 = z1[0] | s1;
  assign s3 = (~v1) & z0[1];
  assign s4 = z1[1] | s3;
  assign s5 = (~v1) & z0[2];
  assign s6 = z1[2] | s5;
  assign s7 = (~v1) & z0[3];
  assign s8 = z1[3] | s7;
  assign s9 = (~v1) & z0[4];
  assign s10 = z1[4] | s9;
  assign s11 = (~v1) & z0[5];
  assign s12 = z1[5] | s11;
  assign s13 = (~v1) & z0[6];
  assign s14 = z1[6] | s13;
  assign v = s0;
  assign c[0] = s2;
  assign c[1] = s4;
  assign c[2] = s6;
  assign c[3] = s8;
  assign c[4] = s10;
  assign c[5] = s12;
  assign c[6] = s14;
  assign c[7] = v1;
endmodule
module lzc_32 (
    input [31:0] a,
    output [4:0] c,
    output v
);
  wire [3:0] z0;
  wire [3:0] z1;
  wire v0;
  wire v1;
  wire s0;
  wire s1;
  wire s2;
  wire s3;
  wire s4;
  wire s5;
  wire s6;
  wire s7;
  wire s8;
  lzc_16 lzc_16_comp_0 (
      .a(a[15:0]),
      .c(z0),
      .v(v0)
  );
  lzc_16 lzc_16_comp_1 (
      .a(a[31:16]),
      .c(z1),
      .v(v1)
  );
  assign s0 = v1 | v0;
  assign s1 = (~v1) & z0[0];
  assign s2 = z1[0] | s1;
  assign s3 = (~v1) & z0[1];
  assign s4 = z1[1] | s3;
  assign s5 = (~v1) & z0[2];
  assign s6 = z1[2] | s5;
  assign s7 = (~v1) & z0[3];
  assign s8 = z1[3] | s7;
  assign v = s0;
  assign c[0] = s2;
  assign c[1] = s4;
  assign c[2] = s6;
  assign c[3] = s8;
  assign c[4] = v1;
endmodule
module lzc_4 (
    input [3:0] a,
    output [1:0] c,
    output v
);
  wire a0;
  wire a1;
  wire a2;
  wire a3;
  wire s0;
  wire s1;
  wire s2;
  wire s3;
  wire s4;
  assign a0 = a[0];
  assign a1 = a[1];
  assign a2 = a[2];
  assign a3 = a[3];
  assign s0 = a3 | a2;
  assign s1 = a1 | a0;
  assign s2 = s1 | s0;
  assign s3 = (~s0) & a1;
  assign s4 = a3 | s3;
  assign v = s2;
  assign c[0] = s4;
  assign c[1] = s0;
endmodule
module lzc_64 (
    input [63:0] a,
    output [5:0] c,
    output v
);
  wire [4:0] z0;
  wire [4:0] z1;
  wire v0;
  wire v1;
  wire s0;
  wire s1;
  wire s2;
  wire s3;
  wire s4;
  wire s5;
  wire s6;
  wire s7;
  wire s8;
  wire s9;
  wire s10;
  lzc_32 lzc_32_comp_0 (
      .a(a[31:0]),
      .c(z0),
      .v(v0)
  );
  lzc_32 lzc_32_comp_1 (
      .a(a[63:32]),
      .c(z1),
      .v(v1)
  );
  assign s0 = v1 | v0;
  assign s1 = (~v1) & z0[0];
  assign s2 = z1[0] | s1;
  assign s3 = (~v1) & z0[1];
  assign s4 = z1[1] | s3;
  assign s5 = (~v1) & z0[2];
  assign s6 = z1[2] | s5;
  assign s7 = (~v1) & z0[3];
  assign s8 = z1[3] | s7;
  assign s9 = (~v1) & z0[4];
  assign s10 = z1[4] | s9;
  assign v = s0;
  assign c[0] = s2;
  assign c[1] = s4;
  assign c[2] = s6;
  assign c[3] = s8;
  assign c[4] = s10;
  assign c[5] = v1;
endmodule
module lzc_8 (
    input [7:0] a,
    output [2:0] c,
    output v
);
  wire [1:0] z0;
  wire [1:0] z1;
  wire v0;
  wire v1;
  wire s0;
  wire s1;
  wire s2;
  wire s3;
  wire s4;
  lzc_4 lzc_4_comp_0 (
      .a(a[3:0]),
      .c(z0),
      .v(v0)
  );
  lzc_4 lzc_4_comp_1 (
      .a(a[7:4]),
      .c(z1),
      .v(v1)
  );
  assign s0 = v1 | v0;
  assign s1 = (~v1) & z0[0];
  assign s2 = z1[0] | s1;
  assign s3 = (~v1) & z0[1];
  assign s4 = z1[1] | s3;
  assign v = s0;
  assign c[0] = s2;
  assign c[1] = s4;
  assign c[2] = v1;
endmodule
==> design/flow/run.sh <==
#!/bin/bash
# OpenROAD 26Q1-2900-gdf79404cd8, Yosys 0.63+post, stock flow scripts
make -C /OpenROAD-flow-scripts/flow DESIGN_CONFIG=/design/flow/config.mk WORK_HOME=/design/flow/orfs finish
==> design/flow/config.mk <==
export PLATFORM = sky130hd
export DESIGN_NAME = lzc_256
export DESIGN_NICKNAME = lzc_256
export VERILOG_FILES = /design/flow/design.v
export SDC_FILE = /design/flow/constraint.sdc
export NUM_CORES = 4
export LEC_CHECK = 1
export CORE_AREA = 10 10 168 168
export DIE_AREA = 0 0 178 178
==> design/flow/constraint.sdc <==
current_design lzc_256

set clk_period 5.1
set clk_io_pct 0.2

create_clock -name clk0 -period $clk_period

set non_clock_inputs [all_inputs -no_clocks]
set_input_delay [expr $clk_period * $clk_io_pct] -clock clk0 $non_clock_inputs
set_output_delay [expr $clk_period * $clk_io_pct] -clock clk0 [all_outputs]
==> out/qor.txt <==
Crit path time final -> 4.963 ns
Count of instantiated cells in the yosys netlist -> 479
Outcome -> completed
Synthesized chip area reported by yosys -> 0.002680 mm2
Comb. cell area -> 0.002482 mm2
Vert. Die Dim -> 178 um
Via count of the first global-routing pass -> 4757
Post-synthesis cell type with the largest combined area -> sky130_fd_sc_hd__a21oi_1
Yosys warnings -> 0
Maximum achievable frequency -> 0.2015 GHz
Global-route total usage across every layer -> 10.72%
Setup Crit Path Kind -> in -> out
Non-Filler Instances -> 1086
Proportion of total power due to net switching -> 35.43%
Core Util at FP -> 10.96%
Top-area cell share -> 12.89%
Cell Type Count -> 53
Critical Path Source Type -> input port
Cell area after layout -> 0.005919 mm2
Share of total power in the clock network -> 0%
Power spent charging and discharging nets -> 0.1206 mW
Largest net degree at the start of global routing -> 7
Maximum capacitance violations -> 0
Type of the worst min-delay path -> in -> out
Placed wire-length estimate after detailed placement -> 16950 um
Detailed-route vias per instance -> 4.244
Transition time of the tightest slew-check pin -> 0.7855 ns
Crit path setup slack, layout -> 0.1371 ns
Sequential cell area -> 0 um2
Power, Total -> 0.3403 mW
Core outline area -> 0.02446 mm2
Count of buffers inserted at the top-level ports -> 265
# IOs -> 265
Critical path fanouts, max -> 4
Count of buffers added by post-CTS timing repair for setup -> 0
Number of endpoints with negative hold slack in the final report -> 0
Area growth, synth to finish -> 120.9%
Number of fill cells -> 2679
P_leak -> 2.118 nW
Setup repair after global routing missed its margin -> no
Number of clock buffers in the layout -> 0
Tool Warnings -> 32
Post-layout utilization of the core -> 24.20%
Dpl cell area -> 0.005854 mm2
Max VDD drop -> 25.31 uV
Die Wd -> 178 um
Initial antenna violation count -> 2
Internal power -> 0.2198 mW
Count of final max-slew check failures -> 0
PwrDens -> 57.50 mW/mm2
Average wire length per cell after detail routing -> 16.73 um
Total number of vias -> 4609
Fraction of layout cells with a size suffix above 1 -> 7.105%
Number of sequential storage elements -> 0
Die area -> 0.03168 mm2
Number of rows in the core area -> 57
Number of remaining DRC errors -> 0
Relative slew slack -> 47.15%
Synth top area cells -> sky130_fd_sc_hd__a21oi_1, sky130_fd_sc_hd__nor4_1, sky130_fd_sc_hd__nor2_1, sky130_fd_sc_hd__o21ai_0, sky130_fd_sc_hd__inv_1
Sequential share of power -> 0%
Arrival time worst endpoint -> 3.94 ns
Final Routed Wirelength -> 18170 um
Comb pwr share -> 100.0%
Average size of a mapped cell -> 5.595 um2
DP Cell Count -> 1084
Detail Route Antenna Nets -> 0
Period utilisation layout -> 97.31%
Final hold slack -> 2.910 ns
Syn Std Cell Area -> 0.002680 mm2
Fin Setup TNS -> 0 ns
Wire length of the first global-routing pass -> 26500 um
Drt first-iter violations -> 156
Register share after synthesis -> 0%
Worst setup timing slack at the placement stage -> 0.05322 ns
Element type at the critical path end -> primary output
Number of instances in the synthesized netlist -> 479
Sum of overflow across all layers after global routing -> 0
Critical Path RT -> 4.08 ns
Final count of negative-setup-slack endpoints -> 0
Final weighted congestion in routability-driven placement -> 0.8787
First-pass iteration count of the detailed router -> 5
## final cells by class
cell class                 instances  area share [%]
timing repair buffer             292           48.28
multi-input combinational        423           41.94
tap                              324           6.848
inverter                          45           2.854
antenna                            2         0.08455
## synthesized netlist by cell type, types with 5 or more instances
| master | number |
|---|---|
| sky130_fd_sc_hd__a21oi_1 | 69 |
| sky130_fd_sc_hd__a221oi_1 | 5 |
| sky130_fd_sc_hd__a31oi_1 | 5 |
| sky130_fd_sc_hd__buf_4 | 10 |
| sky130_fd_sc_hd__inv_1 | 43 |
| sky130_fd_sc_hd__nand2_1 | 26 |
| sky130_fd_sc_hd__nand2b_1 | 8 |
| sky130_fd_sc_hd__nand3_1 | 10 |
| sky130_fd_sc_hd__nor2_1 | 77 |
| sky130_fd_sc_hd__nor2b_1 | 18 |
| sky130_fd_sc_hd__nor3_1 | 24 |
| sky130_fd_sc_hd__nor4_1 | 49 |
| sky130_fd_sc_hd__o21ai_0 | 37 |
| sky130_fd_sc_hd__o21ai_1 | 8 |
| sky130_fd_sc_hd__o21bai_1 | 7 |
| sky130_fd_sc_hd__o221ai_1 | 5 |
| sky130_fd_sc_hd__o31ai_1 | 5 |
| sky130_fd_sc_hd__or4_1 | 10 |
## per-layer routing
metal / vias up / global-route usage, % / share of wire, %
met3: 2 / 3.821 / 10
met5: - / 0 / 0
met1: 2005 / 13.35 / 43
li1: 2417 / - / -
met4: 0 / 0.2779 / 0.28
met2: 185 / 18.37 / 46
## cell families (layout without fill, tap and decap cells)
logic type / after synthesis / in the layout / share of synthesized area (%)
other: 0 / 2 / 0
AOI/OAI and AO/OA: 174 / 174 / 39.36
and+or+nand+nor: 249 / 249 / 51.12
buffers and inverters: 56 / 337 / 9.524
## final timing paths
kind / startpoint / end / slack (ns) / cells past startpoint
worst max-delay path: a[255] / c[1] / 0.14 / 9
worst min-delay path: a[252] / c[2] / 2.91 / 5
## critical path, stage by stage
cell and delay (ns):
sky130_fd_sc_hd__clkdlybuf4s50_1 0.46, sky130_fd_sc_hd__or4_4 0.56, sky130_fd_sc_hd__nor2b_2 0.13, sky130_fd_sc_hd__and4_1 0.25
sky130_fd_sc_hd__nand4_1 0.18, sky130_fd_sc_hd__buf_4 0.21, sky130_fd_sc_hd__or3_1 0.43, sky130_fd_sc_hd__o221ai_2 0.15
sky130_fd_sc_hd__clkdlybuf4s50_1 0.55
## timing repair
action                                 in CTS  in global routing
hold buffers                                0                  0
setup endpoints to repair                   0                  5
endpoints found under the hold margin       0                  0
resized                                     0                 13
## layout by cell type (no fill, tap or decap), types with 3 or more instances in the layout
master	Yosys	routed
sky130_fd_sc_hd__nand2b_1	8	7
sky130_fd_sc_hd__nor4_2	0	3
sky130_fd_sc_hd__or4_4	3	4
sky130_fd_sc_hd__o31ai_1	5	5
sky130_fd_sc_hd__inv_1	43	43
sky130_fd_sc_hd__o221ai_1	5	5
sky130_fd_sc_hd__buf_4	10	27
sky130_fd_sc_hd__nand2_1	26	26
sky130_fd_sc_hd__nor2b_1	18	18
sky130_fd_sc_hd__nor4_1	49	46
sky130_fd_sc_hd__a21oi_1	69	69
sky130_fd_sc_hd__nand3_1	10	9
sky130_fd_sc_hd__o211ai_1	4	4
sky130_fd_sc_hd__o21bai_1	7	7
sky130_fd_sc_hd__a31oi_1	5	5
sky130_fd_sc_hd__or4_1	10	9
sky130_fd_sc_hd__o32ai_1	4	4
sky130_fd_sc_hd__o21ai_0	37	37
sky130_fd_sc_hd__clkdlybuf4s50_1	0	264
sky130_fd_sc_hd__a221oi_1	5	5
sky130_fd_sc_hd__o21ai_1	8	7
sky130_fd_sc_hd__nor2_1	77	77
sky130_fd_sc_hd__nand4_1	4	4
sky130_fd_sc_hd__a21o_1	4	4
sky130_fd_sc_hd__and3_1	4	4
sky130_fd_sc_hd__a211oi_1	3	3
sky130_fd_sc_hd__o41ai_1	4	4
sky130_fd_sc_hd__nor3_1	24	23
## power groups by stage
stage | Clock, mW | Combinational (mW) | Sequential, mW
6_report | 0.0000000526 | 0.340 | 0
5_1_grt | 0.0000000262 | 0.371 | 0
4_1_cts | 0 | 0.341 | 0
Power figures rest on the tool's default switching activity, not on a simulated workload.
